<file path="design.v">
module	 clk_div  ( 
    input				clk_100MHz,       
    input				rst,       
    output				clk,
    output				clk_3Hz
);
    reg     [24:0]       cnt;
 always @(posedge clk_100MHz or posedge rst) begin 
     if (rst ) begin  
          cnt<=25'b0;         
     end 
     else  begin 
          cnt<=cnt+1'b1;               
     end 
end 
 assign     clk         =   cnt[24];
 assign     clk_3Hz     =   cnt[24];
endmodule
module	 seg_7_1  ( 
    input	    [3:0]	sel,
    output	reg [6:0]	segment
);
    parameter      DATA_0 =7'b0011_100;         
    parameter      DATA_1 =7'b1100_010;         
always @(*) begin
    case (sel)
        4'd1: segment=DATA_0;
        4'd2: segment=DATA_0;
        4'd3: segment=DATA_0;
        4'd4: segment=DATA_0;
        4'd5: segment=DATA_1;
        4'd6: segment=DATA_1;
        4'd7: segment=DATA_1;
        4'd8: segment=DATA_1;
        default: segment=DATA_0;
    endcase
end
endmodule
module	 seg_sel  ( 
    input	    [3:0]		sel,       
    output reg 	[3:0]		seg_sel    
);
    always	@ (*)  begin 
           case (sel)
               4'b0001: seg_sel=4'b1110;
               4'b0010: seg_sel=4'b1101;
               4'b0011: seg_sel=4'b1011;
               4'b0100: seg_sel=4'b0111;
               4'b0101: seg_sel=4'b0111;
               4'b0110: seg_sel=4'b1011;
               4'b0111: seg_sel=4'b1101;
               4'b1000: seg_sel=4'b1110;
             default: seg_sel=4'b1110;
           endcase          
    end
endmodule
module	 sel  ( 
    input				clk,       
    input				rst,       
    output	reg [ 3:0 ]	sel
);
 always @(posedge clk or posedge rst) begin 
     if (rst ) begin  
           sel<=4'b0000;            
     end 
     else begin
        if(sel==4'b1000)
           sel<=4'b0001;
        else
           sel<=sel+1'b1;       
     end 
end                
endmodule
module	 top  ( 
    input				clk_100MHz,        
    input				rst,        
    output	 [3:0]	    seg_sel,    
    output	 [6:0]	    segment     
);
wire            w_clk;                        
wire            w_clk_3Hz; 
wire [3:0]      w_sel;                 
seg_7_1    inst_seg_7_1 (
    .segment(segment),
    .sel(w_sel)
); 
clk_div inst_clk_div (
    .clk_100MHz(clk_100MHz),
    .rst(rst),
    .clk (w_clk),
    .clk_3Hz (w_clk_3Hz)
);
sel  inst_sel(
    .clk(w_clk),
    .rst(rst),
    .sel(w_sel)
);
seg_sel  inst_seg_sel (
    .sel(w_sel),
    .seg_sel(seg_sel)
);
endmodule
</file>
<file path="run.sh">
#!/bin/bash
# OpenROAD 26Q1-2900-gdf79404cd8, Yosys 0.63+post, stock flow scripts
make -C /OpenROAD-flow-scripts/flow DESIGN_CONFIG=/design/flow/config.mk WORK_HOME=/design/flow/orfs finish
</file>
<file path="config.mk">
export PLATFORM = sky130hd
export DESIGN_NAME = top
export DESIGN_NICKNAME = top
export VERILOG_FILES = /design/flow/design.v
export SDC_FILE = /design/flow/constraint.sdc
export NUM_CORES = 4
export LEC_CHECK = 1
export CORE_AREA = 10 10 109 109
export DIE_AREA = 0 0 119 119
</file>
<file path="constraint.sdc">
current_design top

set clk_period 5.8
set clk_io_pct 0.2

create_clock -name clk0 -period $clk_period [get_ports {clk_100MHz}]

set non_clock_inputs [all_inputs -no_clocks]
set_input_delay [expr $clk_period * $clk_io_pct] -clock clk0 $non_clock_inputs
set_output_delay [expr $clk_period * $clk_io_pct] -clock clk0 [all_outputs]
</file>
==> design notes <==
The number of placed instances, taps included, is 264. The number of search-and-repair iterations in the first detailed-routing pass was 4; the chip height was 119 um. Per the synthesis report, the number of distinct cell types is 23. For the total cell area reported by yosys after synthesis, the log shows 1390 sq um. The H-tree depth was 1; the tally of non-filler cells in the final layout was 268. Setup TNS: 0 ps. Looking at the clock tree report, the root buffer type is clkbuf_8. The first global-routing pass estimated 4.04 mm of wire. The HPWL after detailed placement is 1.56 mm, and the number of top-level pins is 13. In this run, post-CTS repair resized a total of 0 instances.

After clock tree synthesis, the setup repair step added 0 buffers. Startpoint kind of the worst setup timing path: a register. The run gives 14200 sq um as the total die size. Clock-pin slew was measured on the worst setup and hold paths at 80 ps.

For the yosys cell count, the log shows 126. 14 endpoints have no timing constraint. In the layout the commonest cells are 29 x dfrtp_1, 17 x xnor2_1, 15 x nand3_1.

Entering global routing, the biggest net connects 30 pins. The run gives 3.28% for the total global-route track usage. The dominant register cell in the synthesized netlist is dfrtp_1. In the Yosys report, the sequential cells make up 52.3% of the chip area. With the summed area of non-filler cells in the final layout at 1670 sq um, the clock skew is 3.01 ps. The synthesized netlist handed to floorplanning was reported with a cell count of 126.

The critical path goes through ha_1 -> nand3_1 -> nor4_2 -> nand3_1 -> xnor2_1. The count of library flops with an enable pin was 0; the cell area after synthesis was 1390 sq um. The number of global-route vias before repair was 890; the number of gates on the worst path with buffers counted was 5. Class of the tightest hold or removal check: register to register. During synthesis, Yosys emitted a total of 4 warnings. The count of unclocked register or latch pins was 4.

The routed layout has 881 vias. Most common library cell in the layout ignoring fill and taps: dfrtp_1. The layout-stage area growth over the synthesis result came out at 20.2%.

Per the finish-stage timing summary, setup violations number 0. The total leakage power came out at 0.000714 uW. With the number of warnings in the stage logs at 29, the maximum root-to-sink buffer count is 2.

TritonCTS built the clock tree. The register bit count reported by yosys was 29. The detail route stage leaves a number of antenna-violating nets equal to 0. The worst path buffer plus inverter count works out to 0.

STA classifies the critical path endpoint as a register. The final max-slew violation count recorded for this run is 0. Data arrives at the worst endpoint at 1700 ps.

The flow ran to the end, and the final reports show no timing, DRC or antenna violations. The initial antenna violation count came out at 0. For reference, the placement row count at floorplan is 36. The cell that appears most often on the critical path is nand3_1. For the core utilization before placement, the log shows 14.4%. The highest supply drop recorded on VDD is 0.0933 mV.

Setup repair after global routing left no endpoint under its margin. The violation tally recorded at the end of detailed-routing iteration 0 is 22. After layout, the worst path uses 26.7% of the clock period. The placed instances occupy a cell area of 1620 sq um. Number of cells on the worst hold path: 1. The tool flagged a number of max-cap violations equal to 0.

Power density over the cells: 166 nW/um^2. With the data required time of the critical path at 5950 ps, the total detailed-routing wirelength is 2.09 mm. With the global-route congestion overflow total at 0, the layout cell share with drive strength beyond 1 is 6.67%. The number of diodes added for antenna fixing was 0. TritonRoute reported its final design rule violation total as 0.

Among cell families on the critical path, the largest total delay comes from simple AND/OR/NAND/NOR gates. The vias per cell was 3.29. For the standard cell core area, the log shows 9640 sq um.

The number of clock buffers added by TritonCTS is 3. The largest incremental delay on the critical path is 400 ps. The critical path maximum fanout is 4. The average wire per cell in the routed design works out to 7.78 um.

The shortest clock period the worst path allows after layout came out at 1550 ps. A synthesized cell averages 11.0 sq um. The highest clock rate this design can be run at is 646 MHz. The final timing report lists a hold violation count of 0. The number of buffers added on ports was 11. After clock tree synthesis, the flow added hold-fix buffers numbering 0. The horizontal die dimension reported for this design is 119 um. Yosys reported that registers with async set or reset make up 100%. Logic depth along the worst register-to-register path is recorded as 5. The slowest stage of the critical path is the dfrtp_1 cell.

After its last routability iteration, the placer logged a weighted congestion of 0.778. For the source-to-sink clock delay at the later pin of the worst-skew pair, the log shows 260 ps. Kind of critical path: register to register.
[Yosys cell counts (2+ instances only)]
library cell	number	area [sq um]
and3_1	3	18.8
and4_1	4	35.0
buf_4	6	45.0
dfrtp_1	29	726
ha_1	6	75.1
inv_1	6	22.5
mux2i_1	2	20.0
nand2_1	8	30.0
nand2b_1	2	12.5
nand3_1	15	75.1
nand4_1	6	37.5
nor2_1	4	15.0
o21ai_0	3	15.0
or2_2	2	12.5
xnor2_1	17	149
xor2_1	6	52.6
[cell type report]
| class | instances | area [sq um] |
|---|---|---|
| fillers | 1081 | 7970 |
| flip-flops and latches | 29 | 726 |
| multi-input cells | 84 | 592 |
| well taps | 133 | 166 |
| repair buffers | 12 | 118 |
| clock buffers | 4 | 45.0 |
| inverters | 6 | 22.5 |
[flip-flops by register name, summed over array words and instances (netlist names)]
| register | cells |
|---|---|
| inst_clk_div.cnt | 25 |
| inst_sel.sel | 4 |
[power breakdown]
group	internal [uW]	total, uW	switching, uW	leakage [uW]
Sequential	174	174	0	0.000391
Clock	48.9	97.3	48.3	0.0000228
Combinational	1.08	4.95	3.87	0.000300
Total	224	276	52.2	0.000714
[worst register-to-register path: stages (launching register included)]
cell	delay [ps]
dfrtp_1	400
ha_1	200
nand3_1	190
nor4_2	380
nand3_1	140
xnor2_1	130
[logic make-up (layout without fill, tap and decap cells)]
kind of cell / after synthesis / count (layout) / share of synthesized area [%]
adders and majority gates: 6 / 6 / 5.41
muxes: 2 / 2 / 1.44
buffers and inverters: 13 / 22 / 5.13
and+or+nand+nor: 47 / 47 / 19.1
xor gates and xnor gates: 23 / 23 / 14.5
other: 1 / 1 / 0.270
DFF: 29 / 29 / 52.3
AOI/OAI and AO/OA: 5 / 5 / 1.89
[routing by layer]
metal,wire (um),vias to the layer above,GRT usage (%)
met5,0,-,0
met4,7,0,0.153
met3,158,2,1.63
met2,827,16,4.94
met1,1090,421,4.37
li1,-,442,-
[final timing paths]
path,slack [ps],to,start
setup / recovery,4250,inst_clk_div.cnt[14],inst_clk_div.cnt[0]
hold / removal,470,inst_clk_div.cnt[19],inst_clk_div.cnt[19]
min in group asynchronous,1270,inst_clk_div.cnt[3],rst
setup reg to reg,4250,inst_clk_div.cnt[14],inst_clk_div.cnt[0]
max in group asynchronous,4260,inst_clk_div.cnt[24],rst
hold reg to reg,470,inst_clk_div.cnt[19],inst_clk_div.cnt[19]
[stage by stage]
step	total power [uW]	hold WS [ps]	setup slack, ps	util (%)
floorplan	181	438	4030	-
global placement	183	457	3950	16.8
detailed placement	183	458	3960	16.8
CTS	283	472	4210	17.3
global route	291	478	4070	17.3
finish	276	471	4250	17.3
Power figures rest on the tool's default switching activity, not on a simulated workload.
